File: /design/flow/run.sh
#!/bin/bash
# OpenROAD 26Q1-2900-gdf79404cd8, Yosys 0.63+post, stock flow scripts
make -C /OpenROAD-flow-scripts/flow DESIGN_CONFIG=/design/flow/config.mk WORK_HOME=/design/flow/orfs finish
File: /design/flow/config.mk
export PLATFORM = sky130hd
export DESIGN_NAME = SadRegister
export DESIGN_NICKNAME = SadRegister
export VERILOG_FILES = /design/flow/design.v
export SDC_FILE = /design/flow/constraint.sdc
export NUM_CORES = 4
export LEC_CHECK = 1
export CORE_AREA = 10 10 588 588
export DIE_AREA = 0 0 598 598
File: /design/flow/constraint.sdc
current_design SadRegister

set clk_period 24.8
set clk_io_pct 0.2

create_clock -name clk0 -period $clk_period [get_ports {Clk}]

set non_clock_inputs [all_inputs -no_clocks]
set_input_delay [expr $clk_period * $clk_io_pct] -clock clk0 $non_clock_inputs
set_output_delay [expr $clk_period * $clk_io_pct] -clock clk0 [all_outputs]
File: /design/flow/design.v
`timescale 1ns / 1ps
module SadRegister(
RegWrite,
Clk,
Reset,
WriteData0,
WriteData1,
WriteData2,
WriteData3,
WriteData4,
WriteData5,
WriteData6,
WriteData7,
WriteData8,
WriteData9,
WriteData10,
WriteData11,
WriteData12,
WriteData13,
WriteData14,
WriteData15,
OutWindowRegister0,
OutWindowRegister1,
OutWindowRegister2,
OutWindowRegister3,
OutWindowRegister4,
OutWindowRegister5,
OutWindowRegister6,
OutWindowRegister7,
OutWindowRegister8,
OutWindowRegister9,
OutWindowRegister10,
OutWindowRegister11,
OutWindowRegister12,
OutWindowRegister13,
OutWindowRegister14,
OutWindowRegister15,
OutFrameRegister0,
OutFrameRegister1,
OutFrameRegister2,
OutFrameRegister3,
OutFrameRegister4,
OutFrameRegister5,
OutFrameRegister6,
OutFrameRegister7,
OutFrameRegister8,
OutFrameRegister9,
OutFrameRegister10,
OutFrameRegister11,
OutFrameRegister12,
OutFrameRegister13,
OutFrameRegister14,
OutFrameRegister15
);
    input [31:0] WriteData0;
    input [31:0] WriteData1;
    input [31:0] WriteData2;
    input [31:0] WriteData3;
    input [31:0] WriteData4;
    input [31:0] WriteData5;
    input [31:0] WriteData6;
    input [31:0] WriteData7;
    input [31:0] WriteData8;
    input [31:0] WriteData9;
    input [31:0] WriteData10;
    input [31:0] WriteData11;
    input [31:0] WriteData12;
    input [31:0] WriteData13;
    input [31:0] WriteData14;
    input [31:0] WriteData15;
    output reg [31:0] OutWindowRegister0;
    output reg [31:0] OutWindowRegister1;
    output reg [31:0] OutWindowRegister2;
    output reg [31:0] OutWindowRegister3;
    output reg [31:0] OutWindowRegister4;
    output reg [31:0] OutWindowRegister5;
    output reg [31:0] OutWindowRegister6;
    output reg [31:0] OutWindowRegister7;
    output reg [31:0] OutWindowRegister8;
    output reg [31:0] OutWindowRegister9;
    output reg [31:0] OutWindowRegister10;
    output reg [31:0] OutWindowRegister11;
    output reg [31:0] OutWindowRegister12;
    output reg [31:0] OutWindowRegister13;
    output reg [31:0] OutWindowRegister14;
    output reg [31:0] OutWindowRegister15;
    output reg [31:0] OutFrameRegister0;
    output reg [31:0] OutFrameRegister1;
    output reg [31:0] OutFrameRegister2;
    output reg [31:0] OutFrameRegister3;
    output reg [31:0] OutFrameRegister4;
    output reg [31:0] OutFrameRegister5;
    output reg [31:0] OutFrameRegister6;
    output reg [31:0] OutFrameRegister7;
    output reg [31:0] OutFrameRegister8;
    output reg [31:0] OutFrameRegister9;
    output reg [31:0] OutFrameRegister10;
    output reg [31:0] OutFrameRegister11;
    output reg [31:0] OutFrameRegister12;
    output reg [31:0] OutFrameRegister13;
    output reg [31:0] OutFrameRegister14;
    output reg [31:0] OutFrameRegister15;
    input [1:0] RegWrite;
    input Clk;
    input Reset;
    integer i;
    reg [31:0] registers[31:0];
    initial begin
        for (i = 0; i < 32; i = i + 1) begin
            registers[i] <= 32'b0;
        end
    end
	always @(*) begin 
        OutWindowRegister0 <= registers[0];
        OutWindowRegister1 <= registers[1];
        OutWindowRegister2 <= registers[2];
        OutWindowRegister3 <= registers[3];
        OutWindowRegister4 <= registers[4];
        OutWindowRegister5 <= registers[5];
        OutWindowRegister6 <= registers[6];
        OutWindowRegister7 <= registers[7];
        OutWindowRegister8 <= registers[8];
        OutWindowRegister9 <= registers[9];
        OutWindowRegister10 <= registers[10];
        OutWindowRegister11 <= registers[11];
        OutWindowRegister12 <= registers[12];
        OutWindowRegister13 <= registers[13];
        OutWindowRegister14 <= registers[14];
        OutWindowRegister15 <= registers[15];
        OutFrameRegister0 <= registers[16];
        OutFrameRegister1 <= registers[17];
        OutFrameRegister2 <= registers[18];
        OutFrameRegister3 <= registers[19];
        OutFrameRegister4 <= registers[20];
        OutFrameRegister5 <= registers[21];
        OutFrameRegister6 <= registers[22];
        OutFrameRegister7 <= registers[23];
        OutFrameRegister8 <= registers[24];
        OutFrameRegister9 <= registers[25];
        OutFrameRegister10 <= registers[26];
        OutFrameRegister11 <= registers[27];
        OutFrameRegister12 <= registers[28];
        OutFrameRegister13 <= registers[29];
        OutFrameRegister14 <= registers[30];
        OutFrameRegister15 <= registers[31];
	end
	always @(negedge Clk) begin
        if (Reset) begin
            for (i = 0; i < 32; i = i + 1) begin
                registers[i] <= 32'b0;
            end
        end
	    else if(RegWrite == 2'b01) begin
	       registers[0] <= WriteData0;
	       registers[1] <= WriteData1;
	       registers[2] <= WriteData2;
	       registers[3] <= WriteData3;
	       registers[4] <= WriteData4;
	       registers[5] <= WriteData5;
	       registers[6] <= WriteData6;
	       registers[7] <= WriteData7;
	       registers[8] <= WriteData8;
	       registers[9] <= WriteData9;
	       registers[10] <= WriteData10;
	       registers[11] <= WriteData11;
	       registers[12] <= WriteData12;
	       registers[13] <= WriteData13;
	       registers[14] <= WriteData14;
	       registers[15] <= WriteData15;
	    end
	    else if(RegWrite == 2'b11) begin
	       registers[16] <= WriteData0;
	       registers[17] <= WriteData1;
	       registers[18] <= WriteData2;
	       registers[19] <= WriteData3;
	       registers[20] <= WriteData4;
	       registers[21] <= WriteData5;
	       registers[22] <= WriteData6;
	       registers[23] <= WriteData7;
	       registers[24] <= WriteData8;
	       registers[25] <= WriteData9;
	       registers[26] <= WriteData10;
	       registers[27] <= WriteData11;
	       registers[28] <= WriteData12;
	       registers[29] <= WriteData13;
	       registers[30] <= WriteData14;
	       registers[31] <= WriteData15;
	   end
	end
endmodule
==> results_slide.txt <==
Physical Implementation Snapshot

Synth
  – Post-synth EDFFs: 0
  – Distinct lib cells: 12
  – Largest cells by area: dfxtp_1 (49%), mux2i_1 (25%), nand2b_1 (23%), clkbuf_1 (1.4%), buf_2 (0.89%)
  – Most common cell in the netlist: nand2b_1
  – YS warnings: 2
  – Post-synthesis async set-or-reset flop share: 0%
  – #FFs+latches synth: 1024
  – YS chip area: 0.0418 mm^2
  – Syn Inst Count: 3873
  – Mean area per synthesized cell: 10.8 um^2
  – Seq share, synth: 49.1%
  – Dominant Register Cell: dfxtp_1
  – Synth top cells by count: nand2b_1 (1537), dfxtp_1 (1024), mux2i_1 (1024)
  – Synth top area share: 49.1%
  – Mapped Area: 0.0418 mm^2
  – # Cells Yosys: 3873
  – Synth area leader: dfxtp_1

Timing
  – Slew headroom: 48.0%
  – Min Hold Slack: 463 ps
  – RSZ-0062 raised after global routing: false
  – Setup violators final: 0
  – TNS Setup: 0 ps
  – Count of final hold-check violations: 0
  – Slew Limit Fails: 0
  – Slew @ Worst Pin: 781 ps
  – Clock Skew: 0 ps

Job
  – Max-cap violations: 0
  – OpenROAD warning count: 1032

Run status
  – Run status: completed

Drt
  – DRC viols: 0
  – Antenna Nets Post-Route: 0
  – Via Count: 37600
  – Wire per inst: 26.9 um
  – DR iter-0 viols: 2374
  – DRT Pass-1 Iters: 7
  – Vias/cell: 3.47
  – Total wire length: 291000 um

Worst setup path
  – Worst EP arrival: 8290 ps
  – Type of destination of the critical path: flop
  – Startpoint types: primary input
  – Critical path class: in2reg
  – CP max FO: 35
  – Worst EP required: 13150 ps

Power
  – Switching Share: 31.6%
  – Flop pwr share: 35.7%
  – Clock power share: 53.0%
  – Power per cell area: 71.8 mW/mm^2
  – Combinational power share: 11.3%
  – VDD IR max: 0.0604 mV
  – P_int: 3.44 mW
  – Leakage: 30.6 nW
  – Switch Pwr: 1.59 mW
  – Final Power: 5.03 mW

Cells and area
  – Final design utilization: 21.0%
  – Most flop-heavy register: registers
  – Largest regs: registers x1024
  – Share of cells above drive strength 1: 3.97%
  – Max reg flops: 1024
  – Layout overhead on the synthesized area: 67.6%

CTS
  – Clock Pin Slew Worst Setup and Hold Paths: 30 ps
  – CTS root buffer: clkbuf_16
  – Post-CTS setup buffers: 0
  – # hold bufs at CTS: 0
  – CTS Buf Count: 137
  – Max H-tree Level: 4
  – Late-Pin Clk Latency: 810 ps
  – CTS tree: done
  – Post-cts sizing count: 0
  – Clock Sinks: 1024
  – CTS max path bufs: 4

GRT
  – Remaining Overflow, GRT: 0
  – First-pass GRT wire length: 371000 um
  – Number of global-route vias before repair: 38900
  – Largest net degree at the start of global routing: 190
  – Antenna violations before repair: 267
  – Total GRT Usage: 15.9%

Placement
  – Port Buffers: 1539
  – DPL Wire Length: 242000 um
  – Gp weighted congestion: 0.906

Floorplan
  – Fp util: 12.5%
  – CORE AREA: 0.333 mm^2
  – I/O pins: 1540
  – Die Y: 598 um
  – Chip area: 0.358 mm^2
  – Die Width: 598 um
  – Number of cell rows: 212

Hold path
  – Hold Crit Class: reg2reg
through the flow:
| step | instance area (um^2) | worst slack (ps) | instances |
|---|---|---|---|
| 2_1_floorplan | 41800 | 6480 | 3873 |
| 3_3_place_gp | 61800 | 4100 | 9564 |
| 3_5_place_dp | 61800 | 4080 | 9564 |
| 4_1_cts | 70000 | 4970 | 10800 |
| 5_1_grt | 70000 | 4790 | 10800 |
| 6_report | 70000 | 4860 | 10800 |
critical path, cell delays in order:
cell             delay, ps
clkdlybuf4s50_1        550
nand2_4                560
buf_4                  660
buf_4                  620
buf_4                  580
mux2i_1                250
power by group through the flow:
stage | clock, mW | combinational [mW] | sequential (mW)
CTS | 2.79 | 0.582 | 1.79
global route | 2.98 | 0.606 | 1.80
finish | 2.67 | 0.571 | 1.80
layer usage:
layer	routed length (um)	track usage, %
met5	865	0
met4	6520	3.37
met3	37800	10.4
met2	141000	26.2
met1	105000	17.0
placed cells by master, fill, tap and decap left out, drive strengths merged:
cell type,n
mux2i,1024
dfxtp,1024
inv,1067
buf,50
clkinv,13
and2,1
nor2b,1
clkinvlp,23
clkdlybuf4s50,1538
nand2,1
clkbuf,138
diode,26
nand2b,1537
bufinv,12
final cells by class:
type | instances | area [um^2]
multi-input combinational | 2564 | 19900
fill | 36100 | 263000
clock inverter | 1115 | 4770
tap | 4387 | 5490
timing repair buffer | 1588 | 15900
clock buffer | 138 | 3450
antenna | 26 | 65.1
sequential | 1024 | 20500
cell families (layout without fill, tap and decap cells):
logic type | Yosys count | count (layout) | share of synthesized area (%)
other | 0 | 26 | 0
multiplexers | 1024 | 1024 | 24.5
flip-flops | 1024 | 1024 | 49.1
AND/OR/NAND/NOR | 1540 | 1540 | 23.1
buffers and inverters | 285 | 2841 | 3.35
worst paths after layout:
| check | start | end | slack (ps) | cells past startpoint |
|---|---|---|---|---|
| max | RegWrite[1] | registers[31][18] | 4860 | 6 |
| min | registers[4][22] | registers[4][22] | 460 | 2 |
| max reg2reg | registers[29][0] | registers[29][0] | 24030 | 2 |
| min reg2reg | registers[4][22] | registers[4][22] | 460 | 2 |
Power is estimated from default activity; no workload was simulated.
