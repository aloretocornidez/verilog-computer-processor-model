--- flow/design.v ---
`timescale 1ns / 1ps
module RegisterFile(ReadRegister1, ReadRegister2, WriteRegister, WriteData, RegWrite, Clk, ReadData1, ReadData2, Reset,v0,
   v1
    );
    input [4:0] ReadRegister1;
    input [4:0] ReadRegister2;
    input [4:0] WriteRegister;
    input [31:0] WriteData;
    input RegWrite;
    input Clk;
    input Reset;
    integer i;
    reg [31:0] registers[31:0]; 
    output reg [31:0] ReadData1;
    output reg [31:0] ReadData2;
    output [31:0] v0;
    output [31:0] v1;
    initial begin
          for (i = 0; i < 32; i = i + 1) begin
                registers[i] <= 32'b0;
            end
        registers[29] <= 32'h00007FF0;  
    end
	always @(negedge Clk)begin 
	   ReadData1 <= registers[ReadRegister1]; 
	   ReadData2 <= registers[ReadRegister2]; 
	end
	always@ (posedge Clk)begin
        if (Reset) begin
            for (i = 0; i < 32; i = i + 1) begin
                registers[i] <= 32'b0;
            end
        end
	    else if(RegWrite == 1) begin 
	       registers[WriteRegister] <= WriteData;
	   end
	end
    assign v0 = registers[2];
    assign  v1 = registers[3];
endmodule
--- flow/run.sh ---
#!/bin/bash
# OpenROAD 26Q1-2900-gdf79404cd8, Yosys 0.63+post, stock flow scripts
make -C /OpenROAD-flow-scripts/flow DESIGN_CONFIG=/design/flow/config.mk WORK_HOME=/design/flow/orfs finish
--- flow/config.mk ---
export PLATFORM = sky130hd
export DESIGN_NAME = RegisterFile
export DESIGN_NICKNAME = RegisterFile
export VERILOG_FILES = /design/flow/design.v
export SDC_FILE = /design/flow/constraint.sdc
export NUM_CORES = 4
export LEC_CHECK = 1
export CORE_UTILIZATION = 50
--- flow/constraint.sdc ---
current_design RegisterFile

set clk_period 11.7
set clk_io_pct 0.2

create_clock -name clk0 -period $clk_period [get_ports {Clk}]

set non_clock_inputs [all_inputs -no_clocks]
set_input_delay [expr $clk_period * $clk_io_pct] -clock clk0 $non_clock_inputs
set_output_delay [expr $clk_period * $clk_io_pct] -clock clk0 [all_outputs]
==> run_results.csv <==
group,metric,value,unit
sta,tns,0,ns
worst_hold_path,holdPathEnd,"registers[19][12]",
logic_synthesis,synth.largest_area_cell,"edfxtp_1",
drt,wl_met2,88900,µm
pwr,ir_worst_vdd,0.000126,V
worst_hold_path,hp-start,"WriteData[12]",
global_routing,grt_max_degree,85,
logic_synthesis,synth_top_flop_cell,"edfxtp_1",
flow_run,maxCapViolCount,0,
logic_synthesis,synth_cell_types,35,
clock_network,clkLatencyLatePin,0.72,ns
global_routing,grt_pass1_vias,39500,
sta,rsz0062_at_grt,"no",
setup_path,crit_chain,"clkdlybuf4s50_1 > nor2b_4 > buf_12 > buf_4 > a22oi_1 > a31oi_1 > nand3_1",
clock_network,cts.sinks,1088,
logic_synthesis,synthTopCellsByArea,"edfxtp_1 53%, mux2i_1 18%, and2_1 11%",
placed_design,place_area,61000,µm²
finish,drive_above_1_share,0.0922,
clock_network,numCtsBuffers,120,
setup_path,cp-end-kind,"flop",
drt,antenna_left,0,
die,rows,124,
drt,drt-pass1-iter-count,25,
outcome,status,"complete, no violations",
setup_path,critPathMaxFanout,43,
clock_network,clk_pin_slew,0.06,ns
drt,routed_wl,192000,µm
clock_network,cts_tree,"yes",
clock_network,cts_max_level,3,
drt,wl_met3,22600,µm
setup_path,cp_num_cells,7,
setup_path,path_buffers,3,
pwr,leakagePower,25.8,nW
setup_path,critPathMaxStageDelay,0.71,ns
logic_synthesis,top_area_frac,0.532,
placed_design,hpwl,118000,µm
logic_synthesis,ys_chip_area,57800,µm²
clock_network,hold_buffers,0,
setup_path,critPathArrivalTime,5.19,ns
sta,hold_viol,0,
finish,fill_cells,9090,
drt,wire_per_inst,29.9,µm
logic_synthesis,ys_seq_frac,0.554,
finish,seqCellArea,32000,µm²
drt,via_per_inst,5.99,
worst_hold_path,hold_class,"in2reg",
global_routing,grt-ovfl-total,0,
sta,relSlewSlack,0.402,
clock_network,cts-resized-gates,0,
die,core-area,115000,µm²
flow_run,warning_count,90,
drt,drc,0,
setup_path,reg2reg_to,"ReadData2[21]",
global_routing,grt_pass1_wl,275000,µm
setup_path,cp-start-kind,"primary input",
finish,final_core_util,0.570,
logic_synthesis,ys_async_sr_fraction,0,
sta,worstMarginPinSlew,0.898,ns
sta,finalSetupViolations,0,
drt,dr_total_vias,38500,
clock_network,root_buffer,"clkbuf_16",
logic_synthesis,synth_flops,1088,
logic_synthesis,ys_warn_count,1,
sta,maxSlewViolCount,0,
die,die_h,342,µm
die,die_w,342,µm
logic_synthesis,postSynthAreaPerCell,12.3,µm²
drt,dr.max_layer_used,"met5",
die,fp_util,0.505,
logic_synthesis,syn_inst,4705,
setup_path,r2r_setup_slack,3.96,ns
drt,dr.first_iter.drc_count,2619,
clock_network,cts_setup_buffers,0,
global_routing,antenna_found_initial,4,
global_routing,track_usage,0.358,
setup_path,slowest_stage,"a31oi_1",
die,ios,178,
finish,syn2layout_area_growth,12.8,%
clock_network,cts.path.max_buffers,3,
setup_path,regToRegStartpoint,"registers[2][21]",
setup_path,worstPathRequired,6.37,ns
placed_design,gp_congestion,0.926,
worst_hold_path,whs_path_depth,3,
logic_synthesis,syn_area,57800,µm²
setup_path,r2r_cells,5,
pwr,power_density,148,nW/µm²
sta,clock_skew,0.0268,ns
logic_synthesis,edf_count,1024,
sta,holdWs,2.59,ns
die,die_area,117000,µm²
finish,final_area,65200,µm²
setup_path,path_class,"in2reg",
finish,mostFrequentLayoutCells,"1024 x mux2i_1, 1024 x and2_1, 1024 x edfxtp_1",
drt,wl_met1,71200,µm
logic_synthesis,ys_cells,4705,
placed_design,port_buffers,177,
finish,logic_area,23500,µm²
setup_path,crit_family,"buffers and inverters",
[cells in the mapped netlist (3+ instances only)]
master and instances:
a22o_1 128, mux2i_1 1024, a22oi_1 192, nor2_4 7, nand2_1 195, nor2_1 19
nand2b_1 4, nor3_1 64, nand3_1 193, edfxtp_1 1024, nor2_2 3, clkbuf_2 66
a21oi_1 192, or2_2 34, buf_4 66, buf_1 19, nor2_8 7, nand3b_1 3
nor2b_1 4, buf_6 51, buf_2 55, a31oi_1 64, clkbuf_1 186, clkbuf_4 4
and2_1 1026, dfxtp_1 64
[worst max-delay path by stage]
stage	start	slack, ns	endpoint
4_1_cts	ReadRegister1[0]	1.33	ReadData1[14]
6_report	ReadRegister1[0]	1.19	ReadData1[14]
5_1_grt	ReadRegister1[0]	1.30	ReadData1[14]
[per-layer routing]
metal	GRT usage	vias up
met1	0.487	18800
met2	0.532	1929
met4	0.136	6
met5	0.00572	-
li1	-	17400
met3	0.162	400
[cells by family (layout without fill, tap and decap cells)]
kind of cell | Yosys count | count (layout) | share of synthesized area
AND/OR/NAND/NOR | 1568 | 1568 | 0.158
buffers and inverters | 449 | 656 | 0.0431
flip-flops | 1088 | 1088 | 0.554
AND-OR/OR-AND | 576 | 576 | 0.0678
multiplexers | 1024 | 1024 | 0.177
other | 0 | 3 | 0
[cell type report]
type	count	share of cell area
multi-input cells	3168	0.360
repair buffers	367	0.0553
well taps	1512	0.0290
clock inverters	138	0.0141
clock buffers	151	0.0504
flip-flops and latches	1088	0.491
diodes	3	0.000115
[worst reg2reg max path, stage by stage, from the launching register on]
cell and delay, ns:
edfxtp_1 0.48, mux2i_1 0.13, a22o_1 0.30, nor3_1 0.59, a31oi_1 0.21, nand3_1 0.11
[power by group]
part	switching (mW)	total, mW	internal [mW]
clock network	1.63	3.91	2.28
registers	0.153	4.64	4.49
logic	0.670	1.09	0.424
[flip-flops by register name (all words and copies together) (netlist names)]
register	count
ReadData1	32
ReadData2	32
registers	1024
[metrics by stage]
step	total power, mW	setup WS, ns	instances
2_1_floorplan	5.30	2.31	4705
3_3_place_gp	5.83	0.592	6136
3_5_place_dp	5.84	0.604	6136
4_1_cts	9.68	1.33	6424
5_1_grt	9.94	1.30	6424
6_report	9.65	1.19	6427
Power figures rest on the tool's default switching activity, not on a simulated workload.
